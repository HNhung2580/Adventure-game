### run.sh
#!/bin/bash
# OpenROAD 26Q1-2900-gdf79404cd8, Yosys 0.63+post, stock flow scripts
make -C /OpenROAD-flow-scripts/flow DESIGN_CONFIG=/design/flow/config.mk WORK_HOME=/design/flow/orfs finish
### config.mk
export PLATFORM = sky130hd
export DESIGN_NAME = game
export DESIGN_NICKNAME = game
export VERILOG_FILES = /design/flow/design.v
export SDC_FILE = /design/flow/constraint.sdc
export NUM_CORES = 4
export LEC_CHECK = 1
export CORE_AREA = 10 10 70 70
export DIE_AREA = 0 0 80 80
### constraint.sdc
current_design game

set clk_period 1.3
set clk_io_pct 0.2

create_clock -name clk0 -period $clk_period [get_ports {clk}]

set non_clock_inputs [all_inputs -no_clocks]
set_input_delay [expr $clk_period * $clk_io_pct] -clock clk0 $non_clock_inputs
set_output_delay [expr $clk_period * $clk_io_pct] -clock clk0 [all_outputs]
### design.v
module game(clk, reset, n,	s,	e,	w, s0, s1,	s2, s3, s4,	die,	s5, win,	s6);
	input wire	reset;
	input wire	clk;
	input wire	n;
	input wire	s;
	input wire	e;
	input wire	w;
	output wire	s0;
	output wire	s1;
	output wire	s2;
	output wire	s3;
	output wire	s4;
	output wire	die;
	output wire	s5;
	output wire	win;
	output wire	s6;
	wire	n0;
	wire	n1;
	sword	A0(.clk(clk), .reset(reset), .sw(n0),	.k(n1));
	room A1(	.n(n), .s(s), .e(e),	.w(w), .k(n1),	.reset(reset),	.clk(clk), .s0(s0),	.s1(s1),	.s2(s2), .sw(n0), .s3(s3),	.s4(s4),	.die(die),	.s5(s5),	.win(win),	.s6(s6));
endmodule
module room(clk, reset, n, s, e, w,	k, s6, s5, s4, s3, sw, s2, s1, s0, win, die);
	input wire	clk;
	input wire	reset;
	input wire	n;
	input wire	s;
	input wire	e;
	input wire	w;
	input wire	k;
	output wire	s6;
	output wire	s5;
	output wire	s4;
	output wire	s3;
	output wire	sw;
	output wire	s2;
	output wire	s1;
	output wire	s0;
	output wire	win;
	output wire	die;
	wire	not_reset;
	reg	S0_flop_out;
	wire	S1_and_to_flop;
	wire	S1_and_to_or_bottom;
	wire	S1_and_to_or_top;
	reg	S1_flop_out;
	wire	S1_or_to_and;
	reg	S2_flop_out;
	wire	S3_and_to_flop;
	reg	S3_flop_output;
	wire	n0;
	wire	n1;
	wire	n2;
	reg	n24;
	wire	n3;
	wire	n4;
	wire	n5;
	wire	n6;
	wire	n7;
	wire	n8;
	wire	n9;
	wire	n10;
	wire	n11;
	wire	n12;
	wire	n13;
	wire	n14;
	wire	n15;
	wire	n16;
	wire	n17;
	wire	n18;
	wire	n19;
	wire	n20;
	wire	n21;
	wire	n22;
	wire	n23;
	reg	DFF_inst22;
	reg	DFF_inst21;
	assign	s6 = win;
	assign	win = DFF_inst22;
	assign	s5 = die;
	assign	die = DFF_inst21;
	assign	s4 = n24;
	assign	n4 = 1;
	assign	n6 = 1;
	assign	n7 = 1;
	assign	n8 = 1;
	assign	n9 = 1;
	assign	n11 = 1;
	assign	n12 = 1;
	assign	n13 = 1;
	assign	n14 = 1;
	assign	n16 = 1;
	assign	n17 = 1;
	assign	n19 = 1;
	assign	n20 = 1;
	assign	n22 = 1;
	assign n23 = S1_flop_out & w;
	assign S3_and_to_flop = S2_flop_out & w & not_reset;
	assign not_reset =  ~reset;
	assign n3 =  ~k;
	assign n2 = n0 | n1;
	assign n10 = n2 & not_reset;
	assign n15 = S2_flop_out & e & not_reset;
	assign n18 = n24 & n3 & not_reset;
	assign n21 = n24 & k & not_reset;
	always@(posedge clk or negedge n4 or negedge n6)
	begin
	if (!n4)
		begin
		S0_flop_out <= 0;
		end
	else
	if (!n6)
		begin
		S0_flop_out <= 1;
		end
	else
		begin
		S0_flop_out <= n5;
		end
	end
	always@(posedge clk or negedge n7 or negedge n8)
	begin
	if (!n7)
		begin
		S1_flop_out <= 0;
		end
	else
	if (!n8)
		begin
		S1_flop_out <= 1;
		end
	else
		begin
		S1_flop_out <= S1_and_to_flop;
		end
	end
	always@(posedge clk or negedge n9 or negedge n11)
	begin
	if (!n9)
		begin
		S2_flop_out <= 0;
		end
	else
	if (!n11)
		begin
		S2_flop_out <= 1;
		end
	else
		begin
		S2_flop_out <= n10;
		end
	end
	always@(posedge clk or negedge n12 or negedge n13)
	begin
	if (!n12)
		begin
		S3_flop_output <= 0;
		end
	else
	if (!n13)
		begin
		S3_flop_output <= 1;
		end
	else
		begin
		S3_flop_output <= S3_and_to_flop;
		end
	end
	always@(posedge clk or negedge n14 or negedge n16)
	begin
	if (!n14)
		begin
		n24 <= 0;
		end
	else
	if (!n16)
		begin
		n24 <= 1;
		end
	else
		begin
		n24 <= n15;
		end
	end
	always@(posedge clk or negedge n17 or negedge n19)
	begin
	if (!n17)
		begin
		DFF_inst21 <= 0;
		end
	else
	if (!n19)
		begin
		DFF_inst21 <= 1;
		end
	else
		begin
		DFF_inst21 <= n18;
		end
	end
	always@(posedge clk or negedge n20 or negedge n22)
	begin
	if (!n20)
		begin
		DFF_inst22 <= 0;
		end
	else
	if (!n22)
		begin
		DFF_inst22 <= 1;
		end
	else
		begin
		DFF_inst22 <= n21;
		end
	end
	assign	n5 = reset | n23;
	assign	S1_and_to_or_top = S0_flop_out & e;
	assign	S1_and_to_or_bottom = S2_flop_out & n;
	assign	S1_or_to_and = S1_and_to_or_bottom | S1_and_to_or_top;
	assign	S1_and_to_flop = S1_or_to_and & not_reset;
	assign	n1 = S1_flop_out & s;
	assign	n0 = S3_flop_output & e;
	assign	s3 = S3_flop_output;
	assign	sw = S3_flop_output;
	assign	s2 = S2_flop_out;
	assign	s1 = S1_flop_out;
	assign	s0 = S0_flop_out;
endmodule
module sword(	clk,	reset,	sw,	k);
	input wire	clk;
	input wire	reset;
	input wire	sw;
	output wire	k;
	wire	sword_and_to_flipflop;
	wire	swordandbottom;
	wire	swordandtop;
	wire	Swordorbottom;
	reg	Swordortop;
	wire	n0;
	wire	n1;
	assign	n0 = 1;
	assign	n1 = 1;
	assign	swordandtop = Swordorbottom | Swordortop;
	always@(posedge clk or negedge n0 or negedge n1)
	begin
	if (!n0)
		begin
		Swordortop <= 0;
		end
	else
	if (!n1)
		begin
		Swordortop <= 1;
		end
	else
		begin
		Swordortop <= sword_and_to_flipflop;
		end
	end
	assign	swordandbottom =  ~reset;
	assign	sword_and_to_flipflop = swordandtop & swordandbottom;
	assign	k = Swordortop;
	assign	Swordorbottom = sw;
endmodule
==> results.sh <==
# source this file to load flow results
export IMPL_yosys_stat_cells=21
export IMPL_warnings=25
export IMPL_path_buffers=1
export IMPL_period_needed_ns=1.076
export IMPL_avgRoutedWirePerCell_um=8.869
export IMPL_crit_type="flip-flop to output pin"
export IMPL_die_h_um=80
export IMPL_crit_start="A1.S1_flop_out"
export IMPL_syn_inst=21
export IMPL_outcome="finished clean"
export IMPL_arrival_ns=0.82
export IMPL_worstReg2RegStart="A1.S3_flop_output"
export IMPL_worst_clock_skew_ns=0.004513
export IMPL_crit_required_ns=1.04
export IMPL_drt_pass1_iterations=2
export IMPL_top_layer_used="met4"
export IMPL_r2r_cells=3
export IMPL_hp_class="flip-flop to flip-flop"
export IMPL_cts_tree="built"
export IMPL_routed_wl_um=745
export IMPL_pre_cts_ws_ns=0.1205
export IMPL_gp_congestion=0.7159
export IMPL_timing_setup_tns_ns=0
export IMPL_setup_ws_ns=0.2243
export IMPL_path_depth=1
export IMPL_ctsHtreeMaxLevel=1
export IMPL_ys_types=7
export IMPL_p_leak_nw=0.2974
export IMPL_grt_max_degree=9
export IMPL_antenna_cells=0
export IMPL_avgViaCountPerCell=2.762
export IMPL_netlist_area_um2=247.7
export IMPL_gr_total_overflow=0
export IMPL_rsz0062_at_grt="no"
export IMPL_setup_violations=0
export IMPL_synth_warnings=10
export IMPL_final_cells=84
export IMPL_path_clk_slew_ns=0.05
export IMPL_cts_made_buffers=3
export IMPL_grt_first_pass_wirelength_mm=1.028
export IMPL_slew_headroom=0.8295
export IMPL_r2r_end="A1.S2_flop_out"
export IMPL_hold_viol=0
export IMPL_cp_slowest_cell="dfxtp_2"
export IMPL_cts_buffer_depth=2
export IMPL_dp_cells=79
export IMPL_finalMaxSlewViolations=0
export IMPL_yosysChipArea_um2=247.7
export IMPL_grt_pass1_vias=227
export IMPL_clkSinkCount=8
export IMPL_timing_fmax_ghz=0.9296
export IMPL_drive_gt1_frac=0.3421
export IMPL_r2r_slack_ns=0.50
export IMPL_tightest_slew_ns=0.2550
export IMPL_power_w=0.0004733
export IMPL_area_delta_synth_final_pct=96.97
export IMPL_cpPeakStageDelay_ns=0.32
export IMPL_crit_family="flip-flops"
export IMPL_rows=21
export IMPL_cp_cell_sequence="dlygate4sd2_1"
export IMPL_die_width_um=80
export IMPL_mostFrequentLayoutCells="dfxtp_2 (7), dlymetal6s2s_1 (6), clkdlybuf4s50_1 (5)"
export IMPL_vdd_drop_max_mv=0.1781
export IMPL_whs_path_depth=1
export IMPL_initial_utilization=0.07253
export IMPL_finalClockPeriodUsage=0.8275
export IMPL_ys_seq_frac=0.6465
export IMPL_endpoint_kind="output pin"
export IMPL_crit_fanout=3
export IMPL_powerDensity_mw_per_mm2=969.9
export IMPL_num_io_pins=15
export IMPL_drt_met1_wl_um=329
export IMPL_antenna_found_initial=0
export IMPL_drc_errors=0
export IMPL_portBuffers=14
export IMPL_grt_total_usage=0.02137
export IMPL_dr_wl_met3_um=121
export IMPL_drv_cap=0
export IMPL_first_iter_violations=11
export IMPL_layout_top_cell="dfxtp_2"
export IMPL_ant_nets=0
export IMPL_synth_flop_count=8
export IMPL_core_area_mm2=0.003416
export IMPL_cts_root_buf="clkbuf_4"
export IMPL_die_area_mm2=0.006400
export IMPL_endpoint="s1"
export IMPL_route_met2_wl_um=282
export IMPL_vias=232
export IMPL_clk_latency_ns=0.25
export IMPL_cp_start_kind="flip-flop"
export IMPL_syn_area_per_cell_um2=11.80
[report_power, final]
| part | switching, W | internal [W] |
|---|---|---|
| clock | 0.0000778 | 0.000105 |
| combinational | 0.0000110 | 0.0000247 |
| sequential | 0.00000291 | 0.000252 |
| total | 0.0000916 | 0.000382 |
[worst min-delay path by stage]
stage | from | slack [ns] | end
5_1_grt | A0.Swordortop | 0.48 | A1.DFF_inst21
6_report | A0.Swordortop | 0.44 | A1.DFF_inst21
4_1_cts | A0.Swordortop | 0.43 | A1.DFF_inst21
[metrics by stage]
stage | util | hold slack, ns | area, um2
4_1_cts | 0.1385 | 0.4342 | 473.0
3_3_place_gp | 0.1260 | 0.4390 | 430.4
2_1_floorplan | - | 0.3324 | 247.7
6_report | 0.1429 | 0.4446 | 488.0
3_5_place_dp | 0.1260 | 0.4340 | 430.4
5_1_grt | 0.1429 | 0.4810 | 488.0
[sequential cells by signal (all words and copies together), names as in the netlist]
signal	flops
A1.S2_flop_out	1
A1.S3_flop_output	1
A1.DFF_inst22	1
A1.DFF_inst21	1
A1.S1_flop_out	1
A0.Swordortop	1
A1.S0_flop_out	1
A1.n24	1
[layout make-up]
type                       count  area [um2]
timing repair buffer          16       166.4
tap                           46       57.56
sequential                     8       168.9
multi-input combinational     11       72.57
fill                         381        2928
clock buffer                   3       22.52
[metal layers]
metal | vias up | track usage
met5 | - | 0
met4 | 0 | 0.005282
met3 | 2 | 0.02273
met2 | 17 | 0.02648
met1 | 108 | 0.02413
li1 | 105 | -
[kinds of logic after synthesis]
| group | synth area share |
|---|---|
| compound gates | 0.09595 |
| buf+inv | 0.06059 |
| flops | 0.6465 |
| simple gates | 0.1970 |
[timing repair]
action / CTS / global route
resized: 10 / 6
setup buffers: 2 / 0
hold buffers: 0 / 0
endpoints found under the setup margin: 8 / 6
[Yosys cell counts (all sizes together)]
cell | number | area, um2
dfxtp | 8 | 160.2
nor2 | 4 | 15.01
and3b | 3 | 26.28
a22oi | 2 | 15.01
buf | 2 | 15.01
a21o | 1 | 8.760
nor3b | 1 | 7.510
